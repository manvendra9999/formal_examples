<file path="flow/design.v">
module mdl_memory
  #(
       parameter DEPTH = 16,
       parameter WIDTH = 8
  )
  (
    input clk,
    input rst,
    input vld_in,
    input reg [$clog2(DEPTH)-1:0]wr_addr,
    input [WIDTH-1:0] data_in,
    input vld_out,
    input reg [$clog2(DEPTH)-1:0]rd_addr,
    output logic [WIDTH-1:0] data_out
  );
  logic [WIDTH-1:0] mem [DEPTH-1:0];
  initial begin
    for (int i=0; i <= DEPTH-1; i++) begin
      mem[i] <= {WIDTH{1'b0}};
    end
  end
  always @ (posedge clk) begin
    if (rst) begin
      for (int i=0; i <= DEPTH-1; i++) begin
        mem[i] <= {WIDTH{1'b0}};
      end
    end
    else if (vld_in) begin
      mem[wr_addr] <= data_in;
    end
  end
  always @ (*) begin
    data_out = 'b0;
    if (vld_out & vld_in & (wr_addr == rd_addr)) begin
      data_out = data_in;
    end
    else if (vld_out) begin
      data_out = mem[rd_addr];
    end
  end
endmodule
module reorder_no_inst
# (  
     parameter PKT_NUM = 7,
     parameter PKT_SIZE = 3,
     parameter DATA_WIDTH =1
  )
  (  
     input                            clk,
     input                            rst,
     input 			      vld_in,
     input  [$clog2(PKT_NUM)-1:0]     pkt_id_in,
     input  [DATA_WIDTH-1:0]          data_in,
     input                            SOP_in,
     input                            EOP_in,
     output reg                       vld_out,
     output reg[DATA_WIDTH-1:0]       data_out,
     output reg                       SOP_out,
     output reg                       EOP_out,
     output reg [$clog2(PKT_NUM)-1:0] pkt_id_out
  );
  initial begin
    mem_sop_pkt_id_wr_addr <=0;
    mem_sop_pkt_id_rd_addr <=0;
    mem_sop_pkt_id_out <=0;
    mem_vld_pkt_data_out <= 0;
    state_counter <= 0;
    mem_vld_pkt <=0;
    mem_sop <=0;
    mem_mop <=0;
    mem_eop <=0;
  end
  reg [$clog2(PKT_NUM)-1:0] mem_sop_pkt_id [PKT_NUM-1:0];
  reg [$clog2(PKT_NUM)-1:0] mem_sop_pkt_id_wr_addr;
  reg [$clog2(PKT_NUM)-1:0] mem_sop_pkt_id_rd_addr;
  reg [$clog2(PKT_NUM)-1:0] mem_sop_pkt_id_out;
  always @ (posedge clk)begin
    if(rst) begin
      mem_sop_pkt_id_wr_addr <= 'b0;
    end
    else if (vld_in & SOP_in) begin
      mem_sop_pkt_id_wr_addr <= mem_sop_pkt_id_wr_addr + 'b1;
    end
  end
  always @ (posedge clk) begin
    if (state_counter == S2) begin
	    mem_sop_pkt_id_rd_addr <= mem_sop_pkt_id_rd_addr + 'b1;
    end
  end
   localparam DATA_SZ = $clog2(PKT_NUM);
  mdl_memory #(PKT_NUM, DATA_SZ) inst_mem_sop_pkt_id
    (
      .clk        (clk),
      .rst        (rst),
      .vld_in     (SOP_in & vld_in),
      .wr_addr    (mem_sop_pkt_id_wr_addr),
      .data_in    (pkt_id_in),
      .vld_out    ('b1),
      .rd_addr    (mem_sop_pkt_id_rd_addr),
      .data_out   (mem_sop_pkt_id_out)
    );
  reg [PKT_NUM-1:0] mem_vld_pkt;
  reg mem_vld_pkt_data_out;
  always @ (posedge clk) begin
    if ((vld_in & EOP_in) & state_counter ==S2) begin
      mem_vld_pkt[pkt_id_in] <= 'b1;
      mem_vld_pkt[mem_sop_pkt_id_out] <= 'b0;
    end
    else if (vld_in & EOP_in) begin
      mem_vld_pkt[pkt_id_in] <= 'b1;
    end
    else if (state_counter == S2) begin
      mem_vld_pkt[mem_sop_pkt_id_out] <= 'b0;
    end
  end
  always @ (posedge clk) begin
    mem_vld_pkt_data_out <= mem_vld_pkt[mem_sop_pkt_id_out];  
  end
  reg [PKT_NUM-1:0] mem_sop;
  always @ (posedge clk) begin
    if (vld_in & SOP_in) begin
      mem_sop[pkt_id_in] = data_in;
    end
  end
  reg [PKT_NUM-1:0] mem_mop;
  always @ (posedge clk) begin
    if (vld_in & (!SOP_in & !EOP_in)) begin
      mem_mop[pkt_id_in] = data_in;
    end
  end
  reg [PKT_NUM-1:0] mem_eop;
  always @ (posedge clk) begin
    if (vld_in &  EOP_in) begin
      mem_eop[pkt_id_in] = data_in;
    end
  end
  typedef enum reg [1:0]
  {S0,S1,S2} state_t;
  reg [1:0] state_counter;
  always @ (posedge clk) begin
    case (state_counter)
      S0: begin
        if (mem_vld_pkt_data_out == 1) begin
	        state_counter <= S1;
	      end
	      else
	        state_counter <= S0;
      end
      S1: begin
        state_counter <= S2;
      end
      S2: begin
	      state_counter <= S0;
      end
    endcase
  end
  assign pkt_id_out = mem_sop_pkt_id_out;
  always @ (*) begin
    if (mem_vld_pkt_data_out == 1 & state_counter == S0) begin
      data_out = mem_sop[mem_sop_pkt_id_out];
    end
    else if (state_counter == S1) begin
      data_out = mem_mop[mem_sop_pkt_id_out];
    end
    else if (state_counter == S2) begin
      data_out = mem_eop[mem_sop_pkt_id_out];
    end
  end
  always @ (*) begin
    if (mem_vld_pkt_data_out == 1 & state_counter == S0) begin
      vld_out = 'b1;
      SOP_out = 'b1;
    end
    else if (state_counter == S1) begin
      vld_out = 'b1;
      SOP_out = 'b0;
      EOP_out = 'b0;
    end
    else if (state_counter == S2) begin
      vld_out = 'b1;
      EOP_out = 'b1;
    end
    else
      vld_out = 'b0;
  end
endmodule
</file>
<file path="flow/constraint.sdc">
current_design reorder_no_inst

set clk_period 4.2
set clk_io_pct 0.2

create_clock -name clk0 -period $clk_period [get_ports {clk}]

set non_clock_inputs [all_inputs -no_clocks]
set_input_delay [expr $clk_period * $clk_io_pct] -clock clk0 $non_clock_inputs
set_output_delay [expr $clk_period * $clk_io_pct] -clock clk0 [all_outputs]
</file>
<file path="flow/config.mk">
export PLATFORM = sky130hd
export DESIGN_NAME = reorder_no_inst
export DESIGN_NICKNAME = reorder_no_inst
export VERILOG_FILES = /design/flow/design.v
export SDC_FILE = /design/flow/constraint.sdc
export NUM_CORES = 4
export LEC_CHECK = 1
export CORE_UTILIZATION = 30
export SYNTH_HDL_FRONTEND = slang
</file>
<file path="flow/run.sh">
#!/bin/bash
# OpenROAD 26Q1-2900-gdf79404cd8, Yosys 0.63+post, stock flow scripts
make -C /OpenROAD-flow-scripts/flow DESIGN_CONFIG=/design/flow/config.mk WORK_HOME=/design/flow/orfs finish
</file>
==> results.json <==
{
  "netlist_area_um2": 3080,
  "die-area_um2": 10700,
  "yosys-top-cells-area": "edfxtp_1, dfxtp_1, nor2_1",
  "required_ps": 3360,
  "unclocked_regs": 3,
  "power_leakage_nw": 1.34,
  "ys.flops": 68,
  "hold_class": "reg -> reg",
  "cap_violations": 0,
  "cp-end-kind": "output pin",
  "synth_top_flop_cell": "edfxtp_1",
  "drtIter0Drc": 138,
  "critPathLaunchType": "input port",
  "chipHeight_um": 103,
  "whs_ps": 400,
  "ios": 16,
  "top_cell_area_share_pct": 50.7,
  "slowest_stage": "or4_4",
  "edf_count": 52,
  "initCoreUtil_pct": 31.2,
  "avgSynthCellArea_um2": 12.3,
  "clockBufferDepth": 2,
  "grt_max_degree": 22,
  "slew_headroom_pct": 53.1,
  "ys_chip_area_um2": 3080,
  "outcome": "completed",
  "grt_first_pass_wirelength_um": 9690,
  "rsz0062_at_grt": "no",
  "avgViaCountPerCell": 4.74,
  "power_density_nw_per_um2": 379,
  "gp_congestion": 0.831,
  "hpwl_um": 4350,
  "synth-warning-count": 0,
  "grt_use_total_pct": 12.8,
  "diodes": 0,
  "maxSlewViolCount": 0,
  "fin_tns_setup_ps": 0,
  "hold_buffers": 0,
  "path_clk_slew_ps": 70,
  "ant_nets": 0,
  "setup_viol_count_final": 0,
  "dr_total_vias": 1918,
  "final_cell_mix": "nor2_1, edfxtp_1, nand2_1",
  "cts_root_buffer": "clkbuf_8",
  "synthCells": 250,
  "period_used_pct": 92.7,
  "timing.fmax_mhz": 257,
  "placementRows": 36,
  "worstSkewPairLatency_ps": 330,
  "antenna_found_initial": 0,
  "overflow": 0,
  "fin_skew_ps": 7.66,
  "drt_first_pass_iters": 4,
  "tritoncts": "yes",
  "post_cts_buffers": 0,
  "layout-drive-gt1-share_pct": 13.2,
  "hold_violations": 0,
  "ys_async_sr_fraction_pct": 0,
  "slowest_delay_ps": 620,
  "peakVddDrop_uv": 158,
  "ys_types": 41,
  "portBuffers": 15,
  "die_w_um": 103,
  "cp.arrival_ps": 3050,
  "cp_max_fo": 6,
  "crit_chain": "clkdlybuf4s50_1 > nand2_1 > or4_4 > mux2i_4 > inv_1 > clkdlybuf4s50_1",
  "area_growth_pct": 14.7,
  "grt_pass1_vias": 1888,
  "layout_top_cell": "nor2_1",
  "wire_per_inst_um": 14.8,
  "unconstrained_endpoints": 6,
  "path_class": "in -> out",
  "h-tree-depth": 3,
  "wl_um": 5980,
  "cts_buffers": 9,
  "post_cts_resized": 0,
  "top_area_cell": "edfxtp_1",
  "ys_cells": 250,
  "period_needed_ps": 3890,
  "crit_top_cell": "clkdlybuf4s50_1",
  "tightestPinTransition_ps": 701,
  "coreArea_um2": 9860,
  "drc": 0,
  "warning_count": 25
}
==> cell type report <==
type | count | area, µm²
Tap cell | 133 | 166
Clock buffer | 10 | 128
Clock inverter | 6 | 58.8
Timing Repair Buffer | 19 | 180
Inverter | 12 | 45.0
Sequential cell | 68 | 1870
Multi-Input combinational cell | 157 | 1090
Fill cell | 928 | 6330
==> metrics by stage <==
step | area, µm² | power [mW] | std cells | worst slack [ps] | utilization, %
after global placement | 3350 | 0.850 | 389 | 343 | 33.9
after CTS | 3530 | 1.35 | 405 | 292 | 35.8
after floorplan | 3080 | 0.813 | 250 | 1430 | -
final | 3530 | 1.34 | 405 | 306 | 35.8
after global routing | 3530 | 1.39 | 405 | 173 | 35.8
after detailed placement | 3350 | 0.850 | 389 | 293 | 33.9
==> synthesized netlist by cell type, drive strengths merged, types with 3 or more instances <==
cell type,number
nor2,55
mux2i,15
inv,12
or3,3
o32a,4
dfxtp,13
buf,5
nand3,5
o22a,4
mux2,3
o21ai,5
nand2,17
mux4,7
clkbuf,8
edfxtp,52
nand2b,6
xor2,7
dlxtp,3
a21oi,5
==> kinds of logic (layout without fill, tap and decap cells) <==
kind of cell             after synthesis  count (layout)  share of synthesized area [%]
latches                                3               3                           1.46
adder cells (fa/ha/maj)                2               2                          0.812
AND-OR/OR-AND                         25              25                           6.38
flip-flops                            65              65                           59.1
AND/OR/NAND/NOR                       97              97                           14.0
XOR/XNOR                               8               8                           2.27
buffers and inverters                 25              47                           4.06
multiplexers                          25              25                           11.9
==> worst max-delay path, delay by kind of cell <==
kind          cells  cell delay, ps
buf+inv           3            1240
mux               1             210
simple gates      2             750
==> layer usage <==
metal	global-route usage [%]	up-vias	share of wire, %
met1	19.2	923	45
li1	-	934	-
met5	0	-	0
met2	19.5	46	47
met3	3.42	15	5.0
met4	3.47	0	2.9
==> flip-flops by register name (all words and copies together), names as in the netlist, named ones only <==
name	flops
data_out	1
mem_sop_pkt_id_rd_addr	3
mem_vld_pkt	7
mem_sop_pkt_id_wr_addr	3
SOP_out	1
mem_mop	7
EOP_out	1
inst_mem_sop_pkt_id.mem	24
mem_vld_pkt_data_out	1
mem_sop	7
mem_eop	7
state_counter	3
==> power by group <==
part	switching, mW	internal [mW]
clock	0.235	0.270
sequential	0.00823	0.712
combinational	0.0656	0.0494
==> path summary, 6_finish.rpt <==
path	from	end	slack, ps	depth (start not counted)
setup / recovery	vld_in	pkt_id_out[2]	310	6
hold reg to reg	state_counter[2]	state_counter[1]	400	0
hold / removal	state_counter[2]	state_counter[1]	400	0
setup reg to reg	flip-flop	mem_vld_pkt_data_out	1550	7
No activity file was given, so power comes from the tool's default toggle rates.
