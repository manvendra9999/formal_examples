==> flow/design.v <==
module arbiter
  #(
 	parameter NUM_REQ = 16
   ) (
 	input clk,
 	input rst,
 	input [NUM_REQ-1:0] req,
 	output reg [NUM_REQ-1:0]grant
   );
  reg [$clog2(NUM_REQ)-1:0] grant_pointer;
  reg [$clog2(NUM_REQ)-1:0] grant_pointer_last;
  initial begin
	grant_pointer <= 0;
	grant_pointer_last <=0;
	for (int i=0; i <= NUM_REQ-1; i++) begin
  	grant[i] <= 1'b0;
	end
  end
  always @ (*) begin
  	grant_pointer = grant_pointer_last;
    	for (int i=0; i <= NUM_REQ-1; i++) begin
      	   if (req[((i + 1 + grant_pointer_last) % NUM_REQ)] == 1 &&
                  (grant_pointer == grant_pointer_last)) begin
   	          grant_pointer = (i + 1 + grant_pointer_last) % NUM_REQ;
      	   end
        	end	 
  end
  always @ (posedge clk) begin
	if (rst) begin
       	     grant_pointer_last <= 'b0;
	end
	else begin
    	     grant_pointer_last <= grant_pointer;
	end   	 
  end
  always @ (*) begin
    for (int i =0; i<= NUM_REQ-1; i++)begin
      grant[i]= 'b0;
    end
    if (|req) begin
      grant[grant_pointer] = 'b1;
    end
  end
endmodule
==> flow/run.sh <==
#!/bin/bash
# OpenROAD 26Q1-2900-gdf79404cd8, Yosys 0.63+post, stock flow scripts
make -C /OpenROAD-flow-scripts/flow DESIGN_CONFIG=/design/flow/config.mk WORK_HOME=/design/flow/orfs finish
==> flow/config.mk <==
export PLATFORM = sky130hd
export DESIGN_NAME = arbiter
export DESIGN_NICKNAME = arbiter
export VERILOG_FILES = /design/flow/design.v
export SDC_FILE = /design/flow/constraint.sdc
export NUM_CORES = 4
export LEC_CHECK = 1
export CORE_UTILIZATION = 50
export SYNTH_HDL_FRONTEND = slang
==> flow/constraint.sdc <==
current_design arbiter

set clk_period 16.9
set clk_io_pct 0.2

create_clock -name clk0 -period $clk_period [get_ports {clk}]

set non_clock_inputs [all_inputs -no_clocks]
set_input_delay [expr $clk_period * $clk_io_pct] -clock clk0 $non_clock_inputs
set_output_delay [expr $clk_period * $clk_io_pct] -clock clk0 [all_outputs]
==> run_results.csv <==
group,metric,value,unit
yosys,syn_area,3190,um^2
detailed_routing,dr.pass1.iters,5,
worst_setup_path,worstSetupStartpointType,"input port",
placement,dp_slack,3.28,ns
global_routing,grt_max_degree,32,
detailed_routing,drt_iter0_drc,188,
yosys,yosysMostFrequentCell,"mux4_2",
clock_tree,post_cts_buffers,0,
placement,port_buffers,33,
placement,place_hpwl,7280,um
hold_path,hold_path_class,"reg -> reg",
final_timing,fin_ws,3.20,ns
yosys,ys_dominant_reg_cell,"dfxtp_1",
worst_setup_path,crit_arrival,10.32,ns
worst_setup_path,crit_path_max_fanout,9,
clock_tree,cts.sinks,4,
final_timing,setup_tns,0,ns
finish,post-route-util,59.9,%
yosys,syn_avg_cell_area,8.57,um^2
clock_tree,clkSlewWorstSetupHoldPaths,0.03,ns
floorplan,chipArea,6700,um^2
final_timing,rsz0062_at_grt,"no",
floorplan,ios,34,
floorplan,core,6030,um^2
global_routing,antenna_found_initial,0,
final_timing,skew,0.00343,ns
hold_path,hold_start,"grant_pointer_last[0]",
yosys,ys.flops,4,
yosys,ys_cells,372,
global_routing,grt_first_pass_wirelength,15400,um
clock_tree,cts_buffers,3,
placement,finalWeightedCongestion,0.956,
worst_setup_path,crit_type,"in -> out",
detailed_routing,vias,3255,
yosys,async_flop_share,0,%
global_routing,grt_overflow,0,
floorplan,fp_util,52.9,%
detailed_routing,routedWlPerCell,20.3,um
yosys,synth_cell_type_count,69,
final_timing,slew_viol_final,0,
run,maxCapViolCount,0,
detailed_routing,viasPerCell,6.94,
yosys,yosysTopAreaCellShare,22.6,%
yosys,yosysTopAreaCell,"mux4_2",
worst_setup_path,reg2reg_depth,21,
final_timing,fin_crit_sh,81.1,%
floorplan,rows,28,
detailed_routing,diodes,0,
global_routing,grt_pass1_vias,2989,
yosys,ys_warn_count,0,
yosys,ys_chip_area,3190,um^2
final_timing,relSlewSlack,42.5,%
yosys,syn-instance-count,372,
final_timing,tightest_slew,0.854,ns
worst_setup_path,timing.rr.end,"grant_pointer_last[1]",
clock_tree,clk_path_buf_depth,2,
clock_tree,insertion_delay,0.21,ns
detailed_routing,drc,0,
run,openroad.warnings,31,
finish,largest_register,"grant_pointer_last",
finish,largest_register_ffs,4,
worst_setup_path,worst-endpoint-required,13.52,ns
finish,largestRegisters,"grant_pointer_last x4",
run_status,status,"finished clean",
yosys,yosys-top-cells-count,"mux4_2 (32), mux2i_1 (30), nand2_1 (29)",
clock_tree,cts-root-buf,"clkbuf_8",
final_timing,setup_viol,0,
final_timing,max_clock_freq,73.0,MHz
final_timing,period_needed,13.70,ns
detailed_routing,wl,9500,um
worst_setup_path,rrSetupSlack,9.70,ns
clock_tree,cts_tree,"yes",
worst_setup_path,worstReg2RegStart,"grant_pointer_last[1]",
clock_tree,htreeDepth,1,
detailed_routing,ant_nets,0,
clock_tree,ctsResizeCount,0,
hold_path,holdPathStages,3,
hold_path,hold_end,"grant_pointer_last[0]",
finish,syn_to_final_growth,13.2,%
worst_setup_path,end_kind,"primary output",
yosys,edf_count,0,
yosys,synth_seq_share,2.51,%
finish,drive_gt1_share,19.8,%
floorplan,die_w,81.8,um
floorplan,die_y,81.8,um
clock_tree,cts_hold_buffers,0,
final_timing,finalHoldViolCount,0,
global_routing,grtUsageTotal,31.4,%
yosys,synthTopCellsByArea,"mux4_2 (23%), mux2i_1 (9.4%), mux2_2 (5.7%)",
-- placed cells by master (no fill, tap or decap), types with 4 or more instances in the layout --
cell type / synthesis / layout
xor2_1: 5 / 5
o211a_1: 4 / 4
nand2b_1: 6 / 6
mux4_2: 32 / 32
a21oi_1: 13 / 13
clkdlybuf4s50_1: 0 / 33
buf_4: 2 / 6
nor2_1: 28 / 28
xnor2_1: 12 / 12
dfxtp_1: 4 / 4
and3_1: 7 / 7
inv_1: 9 / 9
ha_1: 7 / 7
o2111ai_1: 6 / 6
mux2i_1: 30 / 30
nor3_1: 21 / 21
a221o_1: 4 / 4
a211oi_1: 7 / 7
nand3_1: 9 / 9
o21ai_0: 14 / 14
nor2b_1: 5 / 5
a2bb2oi_1: 4 / 4
mux2_2: 16 / 16
nand2_1: 29 / 29
nor4_1: 8 / 8
o21a_1: 5 / 5
-- worst max-delay path, cell delays in order --
cell and delay, ns:
clkdlybuf4s50_1 0.58, mux4_2 0.59, mux4_2 0.60, a2111oi_4 0.60, nand3_1 0.37, o2111ai_1 0.29, mux2i_1 0.13, or4_1 0.63
nor4_1 0.48, nand4_1 0.24, o21a_1 0.28, a211oi_4 0.34, o32ai_2 0.20, a32oi_2 0.30, mux2i_1 0.50, nand2b_1 0.14
nor3_1 0.16, clkdlybuf4s50_1 0.50
-- cell families (layout without fill, tap and decap cells) --
| group | count (synthesis) | in the layout | share of synthesized area (%) |
|---|---|---|---|
| AND/OR/NAND/NOR | 139 | 139 | 23.7 |
| adder cells (fa/ha/maj) | 7 | 7 | 2.75 |
| multiplexers | 78 | 78 | 37.7 |
| AND-OR/OR-AND | 96 | 96 | 24.5 |
| flip-flops | 4 | 4 | 2.51 |
| buffers and inverters | 31 | 53 | 4.12 |
| XOR/XNOR | 17 | 17 | 4.67 |
-- final cells by class --
cell class,count,area (um^2)
clock buffer,3,41.3
inverter,11,41.3
multi-input combinational,337,2980
fill,529,2420
timing repair buffer,39,375
tap,75,93.8
sequential,4,80.1
-- how the worst max path moves through the flow --
| stage | from | slack, ns | endpoint | cells after the start |
|---|---|---|---|---|
| final | req[13] | 3.20 | grant[10] | 18 |
| after CTS | req[13] | 3.28 | grant[10] | 19 |
| after global routing | req[12] | 2.56 | grant[10] | 19 |
-- per-stage QoR --
step | hold WS, ns | instances | instance area [um^2]
2_1_floorplan | 1.15 | 372 | 3190
3_3_place_gp | 0.827 | 466 | 3570
3_5_place_dp | 0.849 | 466 | 3570
4_1_cts | 0.865 | 469 | 3610
5_1_grt | 0.940 | 469 | 3610
6_report | 0.852 | 469 | 3610
-- layer usage --
metal / track usage [%] / routed length, um / up-vias
met5: 0 / 0 / -
met4: 2.28 / 46 / 0
met3: 3.61 / 647 / 6
met2: 49.9 / 4490 / 132
met1: 49.0 / 4310 / 1564
li1: - / - / 1553
