## ./design.v

```verilog
module mdl_memory
  #(
       parameter DEPTH = 16,
       parameter WIDTH = 8
  )
  (
    input clk,
    input rst,
    input vld_in,
    input reg [$clog2(DEPTH)-1:0]wr_addr,
    input [WIDTH-1:0] data_in,
    input vld_out,
    input reg [$clog2(DEPTH)-1:0]rd_addr,
    output logic [WIDTH-1:0] data_out
  );
  logic [WIDTH-1:0] mem [DEPTH-1:0];
  initial begin
    for (int i=0; i <= DEPTH-1; i++) begin
      mem[i] <= {WIDTH{1'b0}};
    end
  end
  always @ (posedge clk) begin
    if (rst) begin
      for (int i=0; i <= DEPTH-1; i++) begin
        mem[i] <= {WIDTH{1'b0}};
      end
    end
    else if (vld_in) begin
      mem[wr_addr] <= data_in;
    end
  end
  always @ (*) begin
    data_out = 'b0;
    if (vld_out & vld_in & (wr_addr == rd_addr)) begin
      data_out = data_in;
    end
    else if (vld_out) begin
      data_out = mem[rd_addr];
    end
  end
endmodule
module reorder
# (  
     parameter PKT_NUM = 16,
     parameter PKT_SIZE = 3,
     parameter DATA_WIDTH =1
  )
  (  
     input                            clk,
     input                            rst,
     input 			      vld_in,
     input  [$clog2(PKT_NUM)-1:0]     pkt_id_in,
     input  [DATA_WIDTH-1:0]          data_in,
     input                            SOP_in,
     input                            EOP_in,
     output reg                       vld_out,
     output reg[DATA_WIDTH-1:0]       data_out,
     output reg                       SOP_out,
     output reg                       EOP_out,
     output reg [$clog2(PKT_NUM)-1:0] pkt_id_out
  );
  reg [$clog2(PKT_NUM)-1:0] mem_sop_pkt_id_wr_addr;
  reg [$clog2(PKT_NUM)-1:0] mem_sop_pkt_id_rd_addr;
  reg [$clog2(PKT_NUM)-1:0] mem_sop_pkt_id_out;
  always @ (posedge clk)begin
    if(rst) begin
      mem_sop_pkt_id_wr_addr <= 'b0;
    end
    else if (vld_in & SOP_in) begin
      mem_sop_pkt_id_wr_addr <= mem_sop_pkt_id_wr_addr + 'b1;
    end
  end
  always @ (posedge clk) begin
    if (state_counter == S2) begin
	mem_sop_pkt_id_rd_addr <= mem_sop_pkt_id_rd_addr +'b1;
    end
  end
  mdl_memory #(PKT_NUM, $clog2(PKT_NUM)) inst_mem_sop_pkt_id
  (
    .clk        (clk),
    .rst        (rst),
    .vld_in     (SOP_in & vld_in),
    .wr_addr    (mem_sop_pkt_id_wr_addr),
    .data_in    (pkt_id_in),
    .vld_out    ('b1),
    .rd_addr    (mem_sop_pkt_id_rd_addr),
    .data_out   (mem_sop_pkt_id_out)
  );
  reg [PKT_NUM-1:0] mem_vld_pkt;
  reg mem_vld_pkt_data_out;
  always @ (posedge clk) begin
    if ((vld_in & EOP_in) & state_counter ==S2) begin
      mem_vld_pkt[pkt_id_in] = 'b1;
      mem_vld_pkt[mem_sop_pkt_id_out] = 'b0;
    end
    if (vld_in & EOP_in) begin
	mem_vld_pkt[pkt_id_in] = 'b1;
    end
    if (state_counter == S2) begin
	mem_vld_pkt[mem_sop_pkt_id_out] = 'b0;
    end
  end
  assign mem_vld_pkt_data_out = mem_vld_pkt[mem_sop_pkt_id_out];  
  reg mem_sop_data_out;
  mdl_memory #(PKT_NUM, 1) inst_mem_sop
  (
    .clk        (clk),
    .rst        (rst),
    .vld_in     (SOP_in & vld_in),
    .wr_addr    (pkt_id_in),
    .data_in    (data_in),
    .vld_out    ('b1),
    .rd_addr    (mem_sop_pkd_id_out),
    .data_out   (mem_sop_data_out)
  );
  reg mem_mop_data_out;
  mdl_memory #(PKT_NUM, 1) inst_mem_mop
  (
    .clk        (clk),
    .rst        (rst),
    .vld_in     ((!SOP_in & !EOP_in) & vld_in),
    .wr_addr    (pkt_id_in),
    .data_in    (data_in),
    .vld_out    ('b1),
    .rd_addr    (mem_sop_pkt_id_out),
    .data_out   (mem_mop_data_out)
  );
  reg mem_eop_data_out;
  mdl_memory #(PKT_NUM, 1) inst_mem_eop
  (
    .clk        (clk),
    .rst        (rst),
    .vld_in     (EOP_in & vld_in),
    .wr_addr    (pkt_id_in),
    .data_in    (data_in),
    .vld_out    ('b1),
    .rd_addr    (mem_sop_pkt_id_out),
    .data_out   (mem_eop_data_out)
  );
  typedef enum reg [2:0]
  {S0,S1,S2} state_t;
  reg [2:0] state_counter;
  always @ (posedge clk) begin
    case (state_counter)
      S0: begin
        if (mem_vld_pkt_data_out == 1) begin
	  state_counter <= S1;
	end
	else
	  state_counter <= S0;
      end
      S1: begin
        state_counter <= S2;
      end
      S2: begin
	state_counter <= S0;
      end
    endcase
  end
  assign pkt_id_out = mem_sop_pkt_id_out;
  always @ (*) begin
    if (mem_vld_pkt_data_out == 1 & state_counter == S0) begin
      data_out = mem_sop_data_out;
    end
    else if (state_counter == S1) begin
      data_out = mem_mop_data_out;
    end
    else if (state_counter == S2) begin
      data_out = mem_eop_data_out;
    end
  end
  always @ (*) begin
    if (mem_vld_pkt_data_out == 1 & state_counter == S0) begin
      vld_out = 'b1;
      SOP_out = 'b1;
    end
    else if (state_counter == S1) begin
      vld_out = 'b1;
    end
    else if (state_counter == S2) begin
      vld_out = 'b1;
      EOP_out = 'b1;
    end
    else
      vld_out ='b0;
  end
endmodule
```

## ./constraint.sdc

```tcl
current_design reorder

set clk_period 6.8
set clk_io_pct 0.2

create_clock -name clk0 -period $clk_period [get_ports {clk}]

set non_clock_inputs [all_inputs -no_clocks]
set_input_delay [expr $clk_period * $clk_io_pct] -clock clk0 $non_clock_inputs
set_output_delay [expr $clk_period * $clk_io_pct] -clock clk0 [all_outputs]
```

## ./config.mk

```make
export PLATFORM = sky130hd
export DESIGN_NAME = reorder
export DESIGN_NICKNAME = reorder
export VERILOG_FILES = /design/flow/design.v
export SDC_FILE = /design/flow/constraint.sdc
export NUM_CORES = 4
export LEC_CHECK = 1
export CORE_UTILIZATION = 40
export SYNTH_HDL_FRONTEND = slang
```

## ./run.sh

```bash
#!/bin/bash
# OpenROAD 26Q1-2900-gdf79404cd8, Yosys 0.63+post, stock flow scripts
make -C /OpenROAD-flow-scripts/flow DESIGN_CONFIG=/design/flow/config.mk WORK_HOME=/design/flow/orfs finish
```

==> impl_metrics.xml <==
<?xml version="1.0" encoding="UTF-8"?>
<metrics>
  <group name="outcome">
    <metric name="status" unit="">finished, final reports clean</metric>
  </group>
  <group name="worst_setup_path">
    <metric name="reg2reg_setup_slack" unit="ns">3.36</metric>
    <metric name="r2r_cells" unit="">9</metric>
    <metric name="worstSetupEndpointType" unit="">output port</metric>
    <metric name="timing.critical_path.arrival" unit="ns">5.20</metric>
    <metric name="required_arrival_time_at_the_worst_endpoint" unit="ns">5.44</metric>
    <metric name="timing.setup.critical_path_class" unit="">input port to output port</metric>
    <metric name="crit_fanout" unit="">19</metric>
    <metric name="worstSetupStartpointType" unit="">input port</metric>
    <metric name="r2r-end" unit="">state_counter[2]</metric>
    <metric name="setup.worst_path.start" unit="">SOP_in</metric>
  </group>
  <group name="routing">
    <metric name="drt_drc_violations_left" unit="">0</metric>
    <metric name="first_pass_iters" unit="">5</metric>
    <metric name="route.vias.total" unit="">4696</metric>
    <metric name="ant_nets" unit="">0</metric>
    <metric name="viasPerCell" unit="">5.65</metric>
    <metric name="drt-total-wl" unit="um">16300</metric>
    <metric name="violation_count_after_the_first_detailed_route_iteration" unit="">389</metric>
    <metric name="wire_per_inst" unit="um">19.7</metric>
    <metric name="diodes" unit="">0</metric>
  </group>
  <group name="grt">
    <metric name="use_met2" unit="%">29.1</metric>
    <metric name="grt-busiest-layer" unit="">met1</metric>
    <metric name="gr-total-overflow" unit="">0</metric>
    <metric name="grt_use_total" unit="%">20.8</metric>
    <metric name="initial_antenna_violation_count" unit="">0</metric>
    <metric name="grt_first_pass_wirelength" unit="um">25900</metric>
    <metric name="grt_max_degree" unit="">58</metric>
    <metric name="grt_met3_use" unit="%">9.05</metric>
    <metric name="grt_pass1_vias" unit="">4648</metric>
    <metric name="groute.layer.met1.usage" unit="%">32.8</metric>
  </group>
  <group name="layout">
    <metric name="synthToLayoutAreaGrowth" unit="%">14.0</metric>
    <metric name="drive_gt1_share" unit="%">15.9</metric>
  </group>
  <group name="logic_synthesis">
    <metric name="edf_count" unit="">101</metric>
    <metric name="synth_cells" unit="">602</metric>
    <metric name="synth.cell_area" unit="um2">6710</metric>
    <metric name="synth_warnings" unit="">1</metric>
    <metric name="synth.largest_area_cell" unit="">edfxtp_1</metric>
    <metric name="synth_xor_xnor_area_share" unit="%">2.09</metric>
    <metric name="netlist_top_cells_area" unit="">edfxtp_1 (45%), dfxtp_1 (8.1%), and2_1 (5.0%)</metric>
    <metric name="yosys.area.top_type_share" unit="%">45.2</metric>
    <metric name="synth-cells-yosys" unit="">602</metric>
    <metric name="yosys.cell_types.count" unit="">61</metric>
    <metric name="yosys.area_share.simple" unit="%">21.1</metric>
    <metric name="average_cell_area_after_synthesis" unit="um2">11.2</metric>
    <metric name="synth.comb.largest_family" unit="">simple AND/OR/NAND/NOR gates</metric>
    <metric name="synthAoiAreaFrac" unit="%">9.19</metric>
    <metric name="mux_share" unit="%">9.71</metric>
    <metric name="predominant_post_synthesis_flop_cell" unit="">edfxtp_1</metric>
    <metric name="synth_async_sr_flop_share" unit="%">0</metric>
    <metric name="synth.cellmix.adderShare" unit="%">0.932</metric>
    <metric name="ys_ff" unit="">129</metric>
    <metric name="synth-area-yosys" unit="um2">6710</metric>
  </group>
  <group name="sta">
    <metric name="number_of_register_pins_that_no_clock_reaches" unit="">1</metric>
    <metric name="clock-skew-final" unit="ns">0.00895</metric>
    <metric name="unconstrained_endpoints" unit="">2</metric>
    <metric name="hold_ws" unit="ns">0.468</metric>
    <metric name="final_min_period_over_clock_period" unit="%">96.4</metric>
    <metric name="final_period_minus_worst_setup_slack" unit="ns">6.56</metric>
    <metric name="maxSlewViolCount" unit="">0</metric>
    <metric name="finalSetupViolCount" unit="">0</metric>
    <metric name="setup_repair_after_global_routing_missed_its_margin" unit="">no</metric>
    <metric name="timing.slew.headroom" unit="%">29.3</metric>
    <metric name="finalHoldViolCount" unit="">0</metric>
    <metric name="peak_freq" unit="MHz">153</metric>
    <metric name="worst-slew-pin-transition" unit="ns">1.05</metric>
    <metric name="finalSetupTns" unit="ns">0</metric>
  </group>
  <group name="clock_tree">
    <metric name="clk_transition_reported_paths" unit="ns">0.06</metric>
    <metric name="insertion_delay" unit="ns">0.43</metric>
    <metric name="cts_resized" unit="">0</metric>
    <metric name="cts_tree" unit="">built</metric>
    <metric name="h_tree_lvls" unit="">4</metric>
    <metric name="numCtsBuffers" unit="">17</metric>
    <metric name="count_of_buffers_added_by_post_cts_timing_repair_for_setup" unit="">0</metric>
    <metric name="cts-root-buf" unit="">clkbuf_16</metric>
    <metric name="clockBufferDepth" unit="">2</metric>
    <metric name="ctsHoldBuffers" unit="">0</metric>
  </group>
  <group name="die">
    <metric name="die-height" unit="um">132</metric>
    <metric name="dieArea" unit="um2">17300</metric>
    <metric name="row_count" unit="">46</metric>
    <metric name="floorplan.io_pins" unit="">18</metric>
    <metric name="design.core.area" unit="um2">16100</metric>
    <metric name="floorplan.die.width" unit="um">132</metric>
    <metric name="initial_core_util" unit="%">41.7</metric>
  </group>
  <group name="placement">
    <metric name="place.port_buffers" unit="">15</metric>
    <metric name="globalplace.congestion" unit="">0.949</metric>
    <metric name="hpwl" unit="um">11200</metric>
  </group>
  <group name="flow_run">
    <metric name="warning_count" unit="">28</metric>
    <metric name="timing.max_cap.violations" unit="">0</metric>
  </group>
  <group name="hold_path">
    <metric name="hold_start" unit="">state_counter[2]</metric>
    <metric name="worst_hold_path.endpoint" unit="">state_counter[1]</metric>
    <metric name="hold-path-cell-count" unit="">0</metric>
    <metric name="holdCritPathClass" unit="">flop to flop</metric>
  </group>
  <group name="power_and_ir_drop">
    <metric name="power_density" unit="nW/um2">268</metric>
    <metric name="vdd_drop_max" unit="uV">166</metric>
    <metric name="leakagePower" unit="nW">2.72</metric>
  </group>
</metrics>
[per-layer routing]
| metal | up-vias | part of all wire, % |
|---|---|---|
| met5 | - | 0 |
| met4 | 0 | 0.95 |
| met3 | 10 | 9.4 |
| met2 | 209 | 43 |
| met1 | 2274 | 47 |
| li1 | 2203 | - |
[cell usage after synthesis, types with 3 or more instances]
master / count
dfxtp_1: 27
nand2b_1: 13
a221o_1: 3
mux4_2: 15
buf_1: 4
or2_2: 27
o21bai_1: 14
a31oi_1: 8
nand2_1: 45
or3_1: 5
xor2_1: 7
o22a_1: 3
nor4_1: 7
a31o_2: 3
ha_1: 5
and3_1: 3
clkbuf_1: 34
nor3_1: 33
inv_1: 7
nor2b_1: 4
xnor2_1: 9
and2_1: 54
o211ai_1: 4
edfxtp_1: 101
a32oi_1: 3
a41oi_1: 4
nand3_1: 14
a21o_1: 3
a22oi_1: 4
buf_2: 4
nand4_1: 4
mux2i_1: 10
nor2_1: 61
inv_2: 3
a21oi_1: 15
mux2_2: 3
mux4_1: 6
[metrics by stage]
stage | instances | util (%) | worst slack [ns] | instance area, um2 | total power [mW]
2_1_floorplan | 603 | - | 1.76 | 6720 | 1.05
6_report | 831 | 47.5 | 0.244 | 7650 | 2.05
4_1_cts | 831 | 47.5 | 0.225 | 7650 | 2.06
3_5_place_dp | 799 | 43.6 | 0.235 | 7020 | 1.11
5_1_grt | 831 | 47.5 | 0.0174 | 7650 | 2.12
3_3_place_gp | 799 | 43.6 | 0.343 | 7020 | 1.12
[cells in the final DEF, fill, tap and decap left out, drive strengths merged, types with 10 or more instances in the layout]
master	instances
a21oi	16
nor3	33
clkdlybuf4s50	15
clkbuf	17
or2	27
mux2i	11
and2	54
nand3	15
dfxtp	27
o21bai	14
mux4	21
nand2	45
buf	10
nor2	61
inv	18
edfxtp	101
nand2b	13
[sequential cells by signal (all words and copies together) (netlist names), named ones only]
name / flops
mem_sop_pkt_id_wr_addr: 4
data_out: 1
mem_sop_pkt_id_rd_addr: 4
mem_vld_pkt: 16
inst_mem_eop.mem: 16
state_counter: 3
inst_mem_sop_pkt_id.mem: 64
inst_mem_sop.mem: 1
inst_mem_mop.mem: 16
[cell type report]
class / instances / area [um2]
Inverter: 11 / 43.8
Clock inverter: 15 / 199
Sequential cell: 129 / 3590
Fill cell: 1401 / 8460
Tap cell: 216 / 270
Timing Repair Buffer: 25 / 225
Multi-Input combinational cell: 418 / 2900
Clock buffer: 17 / 425
[kinds of logic after synthesis]
logic type | Yosys count
compound gates | 84
xor+xnor | 16
fa+ha+maj | 5
buf+inv | 56
flops | 128
latches | 1
mux | 35
other cells | 1
simple gates | 276
[worst max-delay path, stage by stage]
cell and delay, ns:
clkdlybuf4s50_1 0.53, and2_1 0.30, and2_1 0.24, nand2_1 0.37, mux2i_4 0.39, inv_4 0.23, mux4_2 0.56, a22o_1 0.27
o21ai_2 0.17, inv_2 0.05, or3_1 0.32, clkdlybuf4s50_1 0.41
[worst max-delay path by stage]
stage	to	slack, ns	depth (start not counted)
CTS	vld_out	0.22	12
global route	vld_out	0.02	12
finish	vld_out	0.24	12
[where the power goes]
group | switching (mW) | internal (mW)
Sequential | 0.0238 | 0.889
Clock | 0.362 | 0.588
Combinational | 0.113 | 0.0779
Total | 0.499 | 1.56
Power and IR drop assume default switching activity.
